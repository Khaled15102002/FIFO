`design.v`:
```
module Gray_To_Binary(in,out);
parameter WIDTH = 9;
input [WIDTH-1:0] in;
output [WIDTH-1:0] out;
genvar i;
generate
    for(i=0;i<WIDTH;i=i+1)begin
       assign out[i] = ^ in[WIDTH-1:i];
    end
endgenerate
endmodule
```
`run.sh`:
```
#!/bin/bash
# OpenROAD 26Q1-2900-gdf79404cd8, Yosys 0.63+post, stock flow scripts
make -C /OpenROAD-flow-scripts/flow DESIGN_CONFIG=/design/flow/config.mk WORK_HOME=/design/flow/orfs finish
```
`config.mk`:
```
export PLATFORM = sky130hd
export DESIGN_NAME = Gray_To_Binary
export DESIGN_NICKNAME = Gray_To_Binary
export VERILOG_FILES = /design/flow/design.v
export SDC_FILE = /design/flow/constraint.sdc
export NUM_CORES = 4
export LEC_CHECK = 1
export CORE_AREA = 10 10 70 70
export DIE_AREA = 0 0 80 80
```
`constraint.sdc`:
```
current_design Gray_To_Binary

set clk_period 2.4
set clk_io_pct 0.2

create_clock -name clk0 -period $clk_period

set non_clock_inputs [all_inputs -no_clocks]
set_input_delay [expr $clk_period * $clk_io_pct] -clock clk0 $non_clock_inputs
set_output_delay [expr $clk_period * $clk_io_pct] -clock clk0 [all_outputs]
```
==> run_results.csv <==
group,metric,value,unit
detailed_routing,wl_per_cell,8.44,µm
yosys,yosys-top-cells-count,"5 x xnor2_1, 3 x xor2_1",
grt,grtUsageTotal,2.02,%
clock_tree,postCtsHoldBufs,0,
final_timing,post-route-min-period,2320,ps
pwr,p_leak,0.218,nW
yosys,synth_seq_share,0,%
setup_path,critical_path_class,"input port to primary output",
floorplanning,die_w,80,µm
setup_path,cp-start-kind,"input port",
flow_run,warnings,32,
placement,portBuffers,18,
placement,gp_congestion,0.738,
final_timing,hold_viol,0,
setup_path,cp_slowest_cell,"xor3_2",
cells_and_area,final_layout_size_suffix_gt1_share,46.3,%
setup_path,crit_path_cell_trace,"clkdlybuf4s50_1 -> xor3_2 -> xor2_1 -> xnor2_2 -> buf_2",
final_timing,tightest_slew,228,ps
cells_and_area,ff_count,0,
final_timing,slew_viol_final,0,
final_timing,fin_crit_sh,96.6,%
yosys,ys_area,169,µm²
setup_path,arrival,1840,ps
final_timing,relSlewSlack,84.7,%
detailed_routing,vias,187,
setup_path,crit_path_max_incr_delay,430,ps
placement,hpwl,609,µm
cells_and_area,n_fill_cell,392,
floorplanning,fp_util,4.95,%
outcome,status,"complete, no violations",
detailed_routing,drc,0,
grt,grt_pass1_wl,1040,µm
placement,placed_cell_area,437,µm²
pwr,powerDensity,376,mW/mm²
setup_path,endpoint_kind,"primary output",
floorplanning,die_area,0.00640,mm²
final_timing,rsz0062_at_grt,"no",
final_timing,clock.fmax,432,MHz
grt,antenna_found_initial,0,
yosys,synth_dominant_cell_count,"xnor2_1",
yosys,top_cells_by_area,"xnor2_1 26%, xor2_1 16%, xor3_2 15%",
yosys,yosys-stat-cells,14,
cells_and_area,seq_area,0,µm²
floorplanning,die_h,80,µm
yosys,synth_top_area_share,25.9,%
floorplanning,io_pins,18,
floorplanning,fp.coreArea,0.00342,mm²
cells_and_area,n_clock_buffer,0,
detailed_routing,routed_wl,734,µm
floorplanning,rows,21,
final_timing,setup_viol,0,
detailed_routing,drt-pass1-iter-count,1,
detailed_routing,num_antenna_cells,0,
yosys,avgSynthCellArea,12.1,µm²
yosys,netlist-cell-type-count,8,
yosys,netlist_area,169,µm²
grt,grt_start_max_net_pins,4,
hold_path,hold_class,"input port to primary output",
setup_path,worstPathMaxFanout,3,
cells_and_area,flow.area_growth_from_synthesis,183,%
setup_path,worstPathRequired,1920,ps
yosys,synthCells,14,
detailed_routing,routed_via_density,2.15,
cells_and_area,fin_area,478,µm²
cells_and_area,fin_util,14.0,%
yosys,yosys.area.top_type,"xnor2_1",
grt,grt_pass1_vias,195,
flow_run,maxCapViolCount,0,
final_timing,tns,0,ps
detailed_routing,ant_nets,0,
grt,grt_overflow,0,
pwr,max-vdd-ir-drop,0.126,mV
detailed_routing,drt-initial-drc-count,0,
yosys,ys_warn_count,0,
[through the flow]
step	setup WS, ps	hold WS, ps	instances	total power [W]
global placement	-490	1930	82	0.000167
CTS	21.0	1470	88	0.000179
finish	82.7	1460	87	0.000180
global route	2.48	1500	87	0.000197
floorplan	634	985	14	0.0000553
detailed placement	-482	1930	82	0.000166
[worst paths after layout]
kind,start,end,slack (ps),cells after the start
worst max-delay path,in[2],out[0],80,5
worst min-delay path,in[4],out[4],1460,4
[power breakdown]
part	internal (W)	switching [W]
clock	0	0
sequential	0	0
combinational	0.000123	0.0000564
total	0.000123	0.0000564
[metal layers]
metal	global-route usage, %	vias up	part of all wire (%)
met5	0	-	0
met1	2.67	72	43
li1	-	98	-
met4	0	0	0
met3	2.50	0	32
met2	2.01	17	25
[worst max-delay path, delay by kind of cell]
| family | cells | cell delay, ps |
|---|---|---|
| xor+xnor | 3 | 830 |
| buf+inv | 2 | 530 |
[placed cells by master (no fill, tap or decap)]
| master | netlist | final |
|---|---|---|
| clkdlybuf4s15_1 | 0 | 2 |
| clkdlybuf4s50_1 | 0 | 8 |
| xnor2_2 | 1 | 1 |
| xnor3_2 | 0 | 1 |
| clkbuf_2 | 0 | 1 |
| buf_6 | 0 | 2 |
| xor3_2 | 1 | 2 |
| xnor2_1 | 5 | 4 |
| buf_4 | 1 | 8 |
| xnor2_4 | 0 | 1 |
| buf_2 | 0 | 3 |
| dlygate4sd2_1 | 0 | 4 |
| inv_1 | 1 | 1 |
| xor2_1 | 3 | 3 |
[area by class of cell]
cell class / instances / area (µm²) / area share (%)
inverter: 1 / 3.75 / 0.785
multi-input combinational: 12 / 179 / 37.4
tap: 46 / 57.6 / 12.0
timing repair buffer: 28 / 238 / 49.7
[repair_timing]
item                                    4_1_cts  5_1_grt
hold endpoints to repair                      0        0
buffers inserted                              6        0
endpoints found under the setup margin        6        3
resized                                      22        5
pin swaps                                     6        1
[kinds of logic (layout without fill, tap and decap cells)]
logic type  count (synthesis)  count (layout)  share of synthesized area, %
buf+inv                     2              29                          6.67
xor+xnor                   12              12                          93.3
Power and IR drop assume default switching activity.
